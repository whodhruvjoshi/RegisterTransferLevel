`flow/constraint.sdc`:
```
current_design N_Bit_Comparator

set clk_period 3.7
set clk_io_pct 0.2

create_clock -name clk0 -period $clk_period

set non_clock_inputs [all_inputs -no_clocks]
set_input_delay [expr $clk_period * $clk_io_pct] -clock clk0 $non_clock_inputs
set_output_delay [expr $clk_period * $clk_io_pct] -clock clk0 [all_outputs]
```
`flow/run.sh`:
```
#!/bin/bash
# OpenROAD 26Q1-2900-gdf79404cd8, Yosys 0.63+post, stock flow scripts
make -C /OpenROAD-flow-scripts/flow DESIGN_CONFIG=/design/flow/config.mk WORK_HOME=/design/flow/orfs finish
```
`flow/design.v`:
```
`timescale 1ns / 1ps
module N_Bit_Comparator(X,Y,Less,More,Equal);
parameter n = 16 ;
input[n-1:0] X , Y;
output Less ,More ,Equal;
reg Less=0, More=0, Equal=0;
always @ (X,Y)
begin
if(X>Y)
begin
Less=0;Equal=0;More=1;
end
else if (X<Y)
begin
Less=1;Equal=0;More=0;
end
else
begin
Less=0;Equal=1;More=0;
end
end
endmodule
```
`flow/config.mk`:
```
export PLATFORM = sky130hd
export DESIGN_NAME = N_Bit_Comparator
export DESIGN_NICKNAME = N_Bit_Comparator
export VERILOG_FILES = /design/flow/design.v
export SDC_FILE = /design/flow/constraint.sdc
export NUM_CORES = 4
export LEC_CHECK = 1
export CORE_AREA = 10 10 72 72
export DIE_AREA = 0 0 82 82
```
==> impl_metrics.py <==
# Synthesis and PnR figures
metrics = {
    "routing": {
        "dr.first_iter.drc_count": 3,
        "via_per_inst": 3.53,
        "postRouteAntennaNets": 0,
        "wl_um": 1460,
        "vias": 515,
        "drtPass1Iterations": 4,
        "num_antenna_cells": 0,
        "avgRoutedWirePerCell_um": 9.97,
        "drc": 0,
    },
    "run": {
        "warnings": 32,
        "maxCapViolCount": 0,
    },
    "critical_path": {
        "critPathLaunch": "Y[15]",
        "startpoint_type": "primary input",
        "cp-end-kind": "primary output",
        "cp_data_required_time_ns": 2.96,
        "worstPathArrival_ns": 2.75,
        "criticalPathCategory": "primary input to primary output",
        "crit_fanout": 3,
    },
    "final_layout": {
        "area_delta_synth_final_pct": 106,
        "seqCellArea_um2": 0,
        "layout-drive-gt1-share_pct": 9.18,
        "n_clock_buffer": 0,
        "nFlopsAndLatches": 0,
    },
    "floorplanning": {
        "rows": 22,
        "fp_util_pct": 12.2,
        "die_w_um": 82,
        "chip_area_um2": 6720,
        "die_h_um": 82,
        "ios": 35,
        "core-area_um2": 3690,
    },
    "synth": {
        "syn_avg_cell_area_um2": 7.38,
        "ys_types": 16,
        "ys_sh_aoi_pct": 18.3,
        "ys_area_um2": 450,
        "syn_inst": 61,
        "synth-xor-area-share_pct": 0,
        "yosys.stat.seqShare_pct": 0,
        "synthMuxAreaShare_pct": 0,
        "yosysWarnings": 1,
        "netlist_top_cells_count": "ha_1, inv_1, a21oi_1",
        "topCombFamilyByArea": "adder cells",
        "ys_sh_simple_pct": 23.9,
        "post-synth-top-area-cell": "ha_1",
        "top_cell_area_share_pct": 44.4,
        "synth_area_um2": 450,
        "yosys_cells": 61,
        "synthTopCellsByArea": "ha_1, inv_1, a21oi_1, nand4_2, nor4_4",
        "ys_sh_adder_pct": 44.4,
    },
    "grt": {
        "antenna_found_initial": 0,
        "grt_max_degree": 4,
        "grt_pass1_vias": 532,
        "gr-total-overflow": 0,
        "grt_usage_pct": 4.04,
        "grt_pass1_wl_um": 2280,
    },
    "min_path": {
        "hp-start": "Y[0]",
        "hp-class": "primary input to primary output",
        "holdPathStages": 5,
        "min_to": "Equal",
    },
    "timing": {
        "rsz0062_at_grt": "no",
        "setup_viol": 0,
        "relSlewSlack_pct": 82.9,
        "worst_slew_pin_slew_ns": 0.254,
        "fmax_mhz": 287,
        "slew_violations": 0,
        "tns_ns": 0,
        "hold_viol_final": 0,
        "min_period_ns": 3.49,
        "period_used_pct": 94.3,
    },
    "placed_design": {
        "gp_congestion": 0.818,
        "place_hpwl_um": 1330,
        "portBuffers": 35,
    },
    "pwr": {
        "power.density_nw_per_um2": 96.9,
        "power_mw": 0.0898,
        "p_leak_nw": 0.446,
        "ir_drop_mv": 0.0415,
    },
    "run_status": {
        "status": "completed",
    },
}
## critical path, cell delays in order
cell,delay [ns]
clkdlybuf4s50_1,0.45
inv_1,0.06
ha_4,0.28
nand4_4,0.12
nor4_4,0.27
a21bo_1,0.25
and3_1,0.16
clkdlybuf4s50_1,0.41
## metrics by stage
stage / utilization [%] / cells / setup WS, ns / cell area (um2) / hold slack, ns
finish: 25.1 / 146 / 0.211 / 927 / 2.41
global route: 25.1 / 146 / 0.0935 / 927 / 2.46
CTS: 23.5 / 145 / 0.0177 / 868 / 2.70
detailed placement: 23.5 / 145 / 0.00132 / 868 / 2.70
global placement: 23.5 / 145 / 0.0427 / 868 / 2.70
floorplan: - / 61 / 1.06 / 450 / 1.74
## cell type report
class,count,area (um2)
timing repair buffer,37,370
inverter,16,60.1
fill,392,2760
multi-input combinational,45,437
tap,48,60.1
## cell families after synthesis
kind of cell,count (synthesis)
buffers and inverters,16
AND/OR/NAND/NOR,14
AND-OR/OR-AND,15
adder cells (fa/ha/maj),16
## routing by layer
layer	vias up	GRT usage [%]	wire (um)	share of wire, %
met3	0	2.31	224	15
met5	-	0	0	0
met2	21	6.43	605	42
met1	209	4.97	625	43
met4	0	0	0	0
li1	285	-	-	-
## where the power goes
group	leakage, nW	switching, mW	internal (mW)
clock	0	0	0
combinational	0.446	0.0329	0.0569
sequential	0	0	0
## worst max path at each step
stage / end / slack (ns) / cells past startpoint
6_report: Less / 0.21 / 8
5_1_grt: Less / 0.09 / 8
4_1_cts: More / 0.02 / 8
## cells in the final DEF (no fill, tap or decap), types with 2 or more instances in the layout
cell type	netlist	final
ha_4	0	3
clkdlybuf4s50_1	0	33
o21ai_0	4	4
inv_1	16	16
ha_1	16	13
nand2_1	4	4
dlymetal6s2s_1	0	2
a31oi_1	2	2
buf_4	0	2
a21oi_1	8	8
## repair_timing
action | 4_1_cts | 5_1_grt
cloned | 0 | 0
hold endpoints to repair | 0 | 0
hold buffers | 0 | 0
setup endpoints to repair | 1 | 2
pin swaps | 1 | 3
setup buffers | 0 | 1
resized | 0 | 6
No activity file was given, so power comes from the tool's default toggle rates.
