==> flow/design.v <==
`timescale 1ns / 1ps
module fulladder(a,b,ic,o,oc);
input a,b,ic;
output o,oc;
assign o = (~ic & ((a & ~b) | (~a & b)) ) | (ic & ~((a & ~b) | (~a & b)) );
assign oc = (a & b) | (b & ic) | (ic & a);
endmodule
module N_bit_Parallel(in1,in2,ic,out,oc);
input [3:0]in1;
input [3:0]in2;
input ic;
output [3:0]out;
output [3:0]oc;
fulladder fa1(in1[0],in2[0],ic,out[0],oc[0]);
fulladder fa2(in1[1],in2[1],oc[0],out[1],oc[1]);
fulladder fa3(in1[2],in2[2],oc[1],out[2],oc[2]);
fulladder fa4(in1[3],in2[3],oc[2],out[3],oc[3]);
endmodule
==> flow/run.sh <==
#!/bin/bash
# OpenROAD 26Q1-2900-gdf79404cd8, Yosys 0.63+post, stock flow scripts
make -C /OpenROAD-flow-scripts/flow DESIGN_CONFIG=/design/flow/config.mk WORK_HOME=/design/flow/orfs finish
==> flow/config.mk <==
export PLATFORM = sky130hd
export DESIGN_NAME = N_bit_Parallel
export DESIGN_NICKNAME = N_bit_Parallel
export VERILOG_FILES = /design/flow/design.v
export SDC_FILE = /design/flow/constraint.sdc
export NUM_CORES = 4
export LEC_CHECK = 1
export CORE_AREA = 10 10 70 70
export DIE_AREA = 0 0 80 80
==> flow/constraint.sdc <==
current_design N_bit_Parallel

set clk_period 3.8
set clk_io_pct 0.2

create_clock -name clk0 -period $clk_period

set non_clock_inputs [all_inputs -no_clocks]
set_input_delay [expr $clk_period * $clk_io_pct] -clock clk0 $non_clock_inputs
set_output_delay [expr $clk_period * $clk_io_pct] -clock clk0 [all_outputs]
==> flow_metrics.py <==
# Auto-generated metrics
metrics = {
    "worst_setup_path": {
        "crit_slowest_cell": "clkdlybuf4s50_1",
        "path_class": "in -> out",
        "max_stage_delay_ns": 0.39,
        "crit_top_cell": "buf_4",
        "cp_max_fo": 2,
        "cp_top_family": "buffers and inverters",
        "crit_path_end_kind": "output pin",
        "cp_num_buf_inv": 14,
        "path_cells": "dlygate4sd2_1 -> inv_2 -> fa_2 -> inv_2 -> buf_4 -> buf_4 -> buf_4 -> buf_4 -> buf_4 -> buf_4 -> buf_4 -> buf_4 -> buf_4 -> buf_4 -> clkdlybuf4s50_1",
        "cp.arrival_ns": 2.89,
        "start_kind": "input pin",
        "cp.required_ns": 3.04,
    },
    "layout": {
        "area_delta_synth_final_pct": 150.0,
        "fillers": 397,
        "design_area_um2": 444.2,
        "drive_gt1_share_pct": 48.84,
        "clockBufferCount": 0,
        "seq_cell_count": 0,
        "register_area_um2": 0,
    },
    "hold_path": {
        "hold_start": "ic",
        "holdPathEnd": "out[0]",
        "hold_class": "in -> out",
        "hold_depth": 5,
    },
    "drt": {
        "drt_pass1_iterations": 1,
        "viasPerCell": 2.213,
        "antenna_cells": 0,
        "drt_iter0_drc": 0,
        "ant_nets": 0,
        "drc": 0,
        "vias": 197,
        "drt-wirelength-per-cell_um": 7.202,
        "wl_um": 641,
    },
    "run": {
        "warning_count": 32,
        "drv_cap": 0,
    },
    "placement": {
        "placed_area_um2": 345.3,
        "gp_congestion": 0.7836,
        "dpl_worst_slack_ns": -0.2970,
        "dp_hpwl_um": 446.1,
        "port-buffer-count": 17,
    },
    "final_timing": {
        "tightest_slew_ns": 0.1010,
        "max_freq_mhz": 274.2,
        "hold_viol": 0,
        "finalClockPeriodUsage_pct": 95.98,
        "min_period_ns": 3.647,
        "setup_tns_ns": 0,
        "timing.final.ws_setup_ns": 0.1527,
        "slew_headroom_pct": 93.24,
        "maxSlewViolCount": 0,
        "setup_violations": 0,
        "rsz0062_at_grt": "false",
    },
    "yosys": {
        "yosys_area_um2": 177.7,
        "most_common_cell": "inv_1",
        "top_cells_by_area": "fa_1 45%, buf_4 34%, inv_1 21%",
        "yosys_warnings": 0,
        "netlist_area_um2": 177.7,
        "avgSynthCellArea_um2": 8.076,
        "ys_cells": 22,
        "ys_seq_share_pct": 0,
        "yosys.area.top_type": "fa_1",
        "yosysUniqueCellTypes": 3,
        "top_cell_area_share_pct": 45.07,
        "synth_cells": 22,
        "yosys-top-cells-count": "10 x inv_1, 8 x buf_4, 4 x fa_1",
    },
    "die": {
        "die-area_um2": 6400,
        "core-area_um2": 3416,
        "fp_util_pct": 5.201,
        "die_x_um": 80,
        "die_h_um": 80,
        "rows": 21,
        "ios": 17,
    },
    "run_status": {
        "outcome": "finished clean",
    },
    "power_and_ir_drop": {
        "seqPwrFrac_pct": 0,
        "p_int_mw": 0.04232,
        "p_switching_mw": 0.01598,
        "pwr-share-clk_pct": 0,
        "netSwitchingFraction_pct": 27.40,
        "power.density_nw_per_um2": 131.3,
        "ir_drop_mv": 0.03108,
        "leakagePower_nw": 0.2111,
        "pwr-share-comb_pct": 100.0,
    },
    "global_route": {
        "grt_pass1_wl_um": 945,
        "antenna_found_initial": 0,
        "grt_pass1_vias": 220,
        "grtUsageTotal_pct": 1.787,
        "grt_max_degree": 3,
        "gr-total-overflow": 0,
    },
    "clocking": {
        "ctsHoldBuffers": 0,
    },
}
## tightest hold or removal path, delay by kind of cell
family,cells,cell delay [ns]
adder cells (fa/ha/maj),1,0.19
buffers and inverters,4,0.63
## logic make-up (layout without fill, tap and decap cells)
kind of cell / after synthesis / count (layout) / synth area share, %
fa+ha+maj: 4 / 4 / 45.07
buf+inv: 18 / 39 / 54.93
## worst max-delay path by stage
stage	start	to	depth (start not counted)	slack [ns]
6_report	in2[0]	oc[0]	15	0.15
4_1_cts	ic	oc[3]	10	0.008
5_1_grt	in2[0]	oc[0]	15	0.08
## metal layers
layer | wire [um] | GRT usage (%)
met4 | 0 | 0
met2 | 241 | 2.729
met5 | 0 | 0
met1 | 314 | 2.542
met3 | 85 | 0.5682
## stage by stage
| step | total power [mW] | cells | hold WS, ns | util (%) |
|---|---|---|---|---|
| floorplan | 0.02343 | 22 | 1.737 | - |
| global placement | 0.04358 | 77 | 2.561 | 10.11 |
| detailed placement | 0.04394 | 77 | 2.580 | 10.11 |
| CTS | 0.05693 | 88 | 2.434 | 12.64 |
| global route | 0.06508 | 89 | 2.363 | 13.00 |
| finish | 0.05830 | 89 | 2.333 | 13.00 |
## cells in the final DEF (no fill, tap or decap)
| master | instances |
|---|---|
| clkdlybuf4s50_1 | 13 |
| buf_4 | 12 |
| inv_1 | 5 |
| inv_2 | 5 |
| fa_2 | 4 |
| dlygate4sd2_1 | 3 |
| dlymetal6s2s_1 | 1 |
## power groups by stage
stage / registers [mW] / logic, mW / clock network, mW
CTS: 0 / 0.0569 / 0
global route: 0 / 0.0651 / 0
finish: 0 / 0.0583 / 0
## repair_timing
item / CTS / global route
setup endpoints to repair: 2 / 3
pin swaps: 3 / 3
buffers inserted: 11 / 1
gates resized: 11 / 2
## cell type report
cell class	instances	area, um^2	area share, %
inverter	10	37.54	8.451
multi-input combinational	4	90.09	20.28
timing repair buffer	29	259.0	58.31
tap	46	57.56	12.96
Power and IR drop assume default switching activity.
